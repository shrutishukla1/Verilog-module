==> /design/flow/design.v <==
module sync_counter_sync_reset(input clk,en,reset, output reg[3:0] count);
initial count=0;
always@(posedge clk) begin
  if (reset == 0)begin
	if (en==1) begin
	count <= count + 1;
	end
   end
  else begin
  count <= 0;
  end
end
endmodule
==> /design/flow/run.sh <==
#!/bin/bash
# OpenROAD 26Q1-2900-gdf79404cd8, Yosys 0.63+post, stock flow scripts
make -C /OpenROAD-flow-scripts/flow DESIGN_CONFIG=/design/flow/config.mk WORK_HOME=/design/flow/orfs finish
==> /design/flow/config.mk <==
export PLATFORM = sky130hd
export DESIGN_NAME = sync_counter_sync_reset
export DESIGN_NICKNAME = sync_counter_sync_reset
export VERILOG_FILES = /design/flow/design.v
export SDC_FILE = /design/flow/constraint.sdc
export NUM_CORES = 4
export LEC_CHECK = 1
export CORE_AREA = 10 10 70 70
export DIE_AREA = 0 0 80 80
==> /design/flow/constraint.sdc <==
current_design sync_counter_sync_reset

set clk_period 1.7
set clk_io_pct 0.2

create_clock -name clk0 -period $clk_period [get_ports {clk}]

set non_clock_inputs [all_inputs -no_clocks]
set_input_delay [expr $clk_period * $clk_io_pct] -clock clk0 $non_clock_inputs
set_output_delay [expr $clk_period * $clk_io_pct] -clock clk0 [all_outputs]
==> Flow_metrics.wiki <==
=== Physical design figures ===
{| class="wikitable"
! Metric !! Value
|-
| Worst hold path startpoint || count[3]$_SDFFE_PP0P_
|-
| Fin. Hold Viols || 0
|-
| Maximum vdd drop || 0.213 mV
|-
| #FFs+latches synth || 4
|-
| Post-CTS sizing || 0
|-
| Postcts setup bufs || 0
|-
| Dominant cell type by area after synthesis || sky130_fd_sc_hd__dfxtp_1
|-
| Seq/Total Area, Yosys || 0.448
|-
| Category of the worst setup path capture point || primary output
|-
| Clock tree root buffer cell || sky130_fd_sc_hd__clkbuf_4
|-
| Nature of the critical path startpoint || register
|-
| Hold Path Stages || 2
|-
| Number of diodes || 0
|-
| Cell count in the Yosys report || 16
|-
| Reg-to-Reg Start || count[0]$_SDFFE_PP0P_
|-
| Number of cells after detailed placement || 68
|-
| Number of global-route vias before repair || 161
|-
| Syn Std Cell Area || 179 µm²
|-
| Area added between synthesis and finish || 78.3%
|-
| Transition time of the tightest slew-check pin || 0.251 ns
|-
| Port Buffers || 6
|-
| Final wirelength || 470 µm
|-
| Pin count of the biggest net entering global routing || 6
|-
| Y dimension of the die || 80 µm
|-
| Arrival time of data at the critical path endpoint || 1.13 ns
|-
| Overall die area || 6400 µm²
|-
| Kind of critical path || reg2out
|-
| Cell family with most CP delay || buffers and inverters
|-
| P per Cell Area || 781 nW/µm²
|-
| Wire length of the first global-routing pass || 834 µm
|-
| Vias per inst || 1.96
|-
| Max Clk Rate || 681 MHz
|-
| CP Data Required Time || 1.36 ns
|-
| Worst Reg-to-Reg Cells || 3
|-
| Tightest slew margin relative to the limit || 0.832
|-
| Top post-synthesis cells by area || sky130_fd_sc_hd__dfxtp_1, sky130_fd_sc_hd__mux2_4, sky130_fd_sc_hd__ha_1, sky130_fd_sc_hd__nand4_2, sky130_fd_sc_hd__nor2_1
|-
| Final weighted congestion in routability-driven placement || 0.647
|-
| OpenROAD warnings || 25
|-
| Destination of the worst register-to-register timing path || count[1]$_SDFFE_PP0P_
|-
| Routed vias || 139
|-
| Site Rows || 21
|-
| Clock transition at path regs || 0.04 ns
|-
| Post-layout min period || 1.47 ns
|-
| Flop-to-flop setup slack || 0.74 ns
|-
| Delay of the slowest critical-path stage || 0.50 ns
|-
| Total chip power || 0.249 mW
|-
| Final non-filler cell total || 71
|-
| Syn_area_per_cell || 11.2 µm²
|-
| CTS tree || built
|-
| Initial antenna violation count || 0
|-
| Synthesized instance count || 16
|-
| CTS H-tree lvls || 1
|-
| Die outline width || 80 µm
|-
| Top-level port count || 7
|-
| Count of unique library cells instantiated by Yosys || 11
|-
| Share of the synthesized area in the top cell type || 0.448
|-
| Setup-violating endpoint count in the final report || 0
|-
| Largest register FFs || 4
|-
| Final Max-Slew Violation Tally || 0
|-
| DRT antenna net count || 0
|-
| Total routing usage reported by global routing || 0.0176
|-
| Top register by number of flip-flops || count
|-
| Clock skew after layout || 0.00331 ns
|-
| Leakage power || 0.120 nW
|-
| Filler cell count in the final layout || 401
|-
| Iteration-0 DRC Markers || 12
|-
| Library cell contributing the largest single delay on the critical path || sky130_fd_sc_hd__clkdlybuf4s50_1
|-
| DRC errors left || 0
|-
| Aggregate negative setup slack || 0 ns
|-
| Total iterations of the first detailed-routing run || 2
|-
| Critical Path Fanout Max || 4
|-
| Late-Pin Clk Latency || 0.23 ns
|-
| Proportion of layout cells with a drive suffix above 1 || 0.240
|-
| Max cap viols || 0
|-
| Top Registers || count (4)
|-
| Hold Crit Class || reg2reg
|-
| Largest buffer count on any clock path || 2
|-
| Floorplan Utilization || 0.0524
|-
| Area occupied by multi-input gates || 98.8 µm²
|-
| Hold Crit Endpoint || count[3]$_SDFFE_PP0P_
|-
| Series of cell instances along the critical path || clkdlybuf4s50_1
|-
| TritonCTS Sinks || 4
|-
| FF/Latch Area || 80.1 µm²
|-
| Hold-fix buffer count after cts || 0
|-
| Wirelength per Cell || 6.62 µm
|-
| Synthesis warning total || 1
|-
| Outcome || finished, final reports clean
|-
| Residual overflow from global routing || 0
|-
| Unrepaired setup endpoints after global routing || no
|-
| Floorplan core area || 3420 µm²
|-
| Number of clock buffers inserted by TritonCTS || 3
|-
| Post-layout period usage || 0.863
|-
| Yosys chip area || 179 µm²
|-
| Worst hold slack across all endpoints || 0.572 ns
|-
| Buffer and inverter count on the worst path || 1
|}
[cells in the mapped netlist]
cell type	instances
sky130_fd_sc_hd__dfxtp_1	4
sky130_fd_sc_hd__a21bo_2	1
sky130_fd_sc_hd__ha_1	1
sky130_fd_sc_hd__mux2_4	1
sky130_fd_sc_hd__a21oi_1	1
sky130_fd_sc_hd__xnor2_1	1
sky130_fd_sc_hd__nand4_2	1
sky130_fd_sc_hd__mux2i_1	1
sky130_fd_sc_hd__nand3b_1	1
sky130_fd_sc_hd__nor2b_1	1
sky130_fd_sc_hd__nor2_1	3
[cell families after synthesis]
| family | count (synthesis) | synth area share |
|---|---|---|
| fa+ha+maj | 1 | 0.0699 |
| simple gates | 6 | 0.210 |
| compound gates | 2 | 0.0839 |
| flops | 4 | 0.448 |
| xor+xnor | 1 | 0.0490 |
| mux | 2 | 0.140 |
[metal layers]
| metal | global-route usage | wire length [µm] | vias to the layer above |
|---|---|---|---|
| li1 | - | - | 74 |
| met1 | 0.0219 | 224 | 56 |
| met2 | 0.0185 | 146 | 9 |
| met3 | 0.0216 | 100 | 0 |
| met4 | 0.00176 | 0 | 0 |
| met5 | 0 | 0 | - |
[cells in the final DEF (no fill, tap or decap), drive strengths merged]
cell and count:
clkbuf 3, ha 1, nor2b 1, a21oi 1, clkdlybuf4s50 6, a21bo 1
xnor2 1, nand3b 1, nor2 3, mux2i 1, dfxtp 4, nand4 1
mux2 1
[layout make-up]
class | instances | share of cell area
Clock buffer | 3 | 0.0706
Timing Repair Buffer | 6 | 0.188
Multi-Input combinational cell | 12 | 0.310
Sequential cell | 4 | 0.251
Tap cell | 46 | 0.180
[worst max-delay path by stage]
stage / start / to / slack [ns] / cells after the start
4_1_cts: count[0]$_SDFFE_PP0P_ / count[0] / 0.21 / 1
5_1_grt: count[0]$_SDFFE_PP0P_ / count[0] / 0.14 / 1
6_report: count[0]$_SDFFE_PP0P_ / count[0] / 0.23 / 1
[metrics by stage]
step                        util  setup slack, ns  cell area, µm²
after floorplan                -            0.813             179
after global placement    0.0868            0.188             297
after detailed placement  0.0868            0.195             297
after CTS                 0.0934            0.210             319
after global routing      0.0934            0.144             319
final                     0.0934            0.232             319
[power breakdown]
group          leakage, nW  internal (mW)  total [mW]  switching [mW]
combinational       0.0738         0.0192      0.0294          0.0101
clock               0.0138         0.0787       0.114          0.0351
sequential          0.0326         0.0997       0.106         0.00641
total                0.120          0.198       0.249          0.0516
[worst min-delay path, delay by kind of cell (launching register included)]
kind             cells  cell delay (ns)
flip-flops           1             0.31
AND/OR/NAND/NOR      1             0.10
multiplexers         1             0.14
Power and IR drop assume default switching activity.
